**flow/run.sh**
```bash
#!/bin/bash
# OpenROAD 26Q1-2900-gdf79404cd8, Yosys 0.63+post, stock flow scripts
make -C /OpenROAD-flow-scripts/flow DESIGN_CONFIG=/design/flow/config.mk WORK_HOME=/design/flow/orfs finish
```
**flow/config.mk**
```make
export PLATFORM = sky130hd
export DESIGN_NAME = switch
export DESIGN_NICKNAME = switch
export VERILOG_FILES = /design/flow/design.v
export SDC_FILE = /design/flow/constraint.sdc
export NUM_CORES = 4
export LEC_CHECK = 1
export CORE_AREA = 10 10 70 70
export DIE_AREA = 0 0 80 80
```
**flow/constraint.sdc**
```tcl
current_design switch

set clk_period 1.0
set clk_io_pct 0.2

create_clock -name clk0 -period $clk_period

set non_clock_inputs [all_inputs -no_clocks]
set_input_delay [expr $clk_period * $clk_io_pct] -clock clk0 $non_clock_inputs
set_output_delay [expr $clk_period * $clk_io_pct] -clock clk0 [all_outputs]
```
**flow/design.v**
```verilog
`timescale 1ns / 1ps
module switch(
input switch,
input wire [47:0] data1,
input wire user1,
input wire valid1,
input wire last1,
output wire ready1, 
input wire [47:0] data2,
input wire user2,
input wire valid2,
input wire last2,
output wire ready2, 
output wire [47:0] data_o,
output wire user_o,
output wire valid_o,
output wire last_o,
input wire ready_o
);
assign data_o = switch? data1 : data2;
assign user_o = switch? user1 : user2;
assign valid_o = switch? valid1 : valid2;
assign last_o =  switch? last1  : last2;
assign ready1 = switch? 1 : 0;
assign ready2 = switch? 0 : 1;
endmodule
```
==> summary.txt <==
yosys + openroad results -> outcome finished, violations left, violations in the final reports negative setup slack, total length of routed wires about 5900 um, storage element area 0 um^2, Slowest-stage cell, CP sky130_fd_sc_hd__mux2_4, final-report hold violation count 0, share of the yosys chip area belonging to registers 0%, Row Count 21, maximum resistive drop on vdd 0.0001961 V, share of the clock period used by the worst path after layout 109.3%, number of iterations in the first detailed-routing pass 4, post-synthesis cell type count 6, power density cells slightly above 400 mW/mm^2, Final Max Tran Viols 0, placed cell areas between 0.002 and 0.0025 mm^2, post-route standard cell area excluding fillers 0.002560 mm^2, Final Wtd Congestion 0.9001, Final Critical Period roughly 1.1 ns, total gr overflow 0, Crit path top cell by count sky130_fd_sc_hd__buf_16, clock buffer count in the final layout 0, overall global routing resource usage about 17%, fraction of final layout cells with drive strength greater than 1 between 50% and 60%, warning total across the stage logs 36, total standard cell area after synthesis around 880 um^2, number of global-route vias before repair roughly 1.3k, Tightest Pin Transition approximately 0.094 ns, width of the die 80 um, normalized max-slew margin a little over nine tenths, Worst setup SP type input port, final number of setup-violating endpoints approximately 50, post-route setup TNS -4.148 ns, average wire per standard cell around 22 um, smallest setup slack after layout -0.09270 ns, post-cts hold buffer count 0, data required time at the worst endpoint approximately 0.80 ns, worst setup slack before clock tree synthesis -0.5555 ns, leakage power figure approximately 1.4 nW, cells along the critical path buf_16 > buf_16 > mux2_4 > buf_6, WP data arrival between 0.8 and 0.9 ns, Chip Height about 80 um, Die Footprint roughly 0.0064 mm^2, initial antenna violation count 0, number of standard cells after synthesis between 50 and 60, Hold Crit Class in2out, flip-flops 0, number of diodes 0, pin count of the biggest net entering global routing 7, count of max-cap constraint violations 0, initial drt markers 24, overall power 1.063 mW, warnings from Yosys 0, fmax 0.9152 GHz, WS Path Type in2out, yosys-reported design area after synthesis slightly below 900 um^2, fp_density between 20% and 30%, I/O pin count between 150 and 200, Std-Cell Core Area 0.003416 mm^2, worst hold slack after final layout ~0.7 ns, crit-path max cell delay around 0.3 ns, I/O Buffers about 160, count of vias placed by the detailed router around 1.2k, HPWL after detailed placement around 5000 um, total instance count after detailed placement 257, Filler Cells Inserted around 250, layout-stage area growth over the synthesis result 190.6%, kind of end point of the critical path primary output, post-route DRC violation count 0, global-route wire length before repair 8390 um, # Cells Yosys around 59, maximum fanout encountered on the critical timing path 6, average vias per placed instance roughly 4.4, RSZ-0062 raised after global routing yes, count of antenna-violating nets left after detailed routing 0, end-of-flow core utilization 74.95%, post-synthesis area per instance between 10 and 15 um^2, number of standard cells in the layout, taps in and fillers out around 260
layout make-up:
type                       count  area [um^2]  area share, %
timing repair buffer         166         1733          67.69
multi-input combinational     51        765.7          29.91
tap                           46        57.56          2.248
inverter                       1        3.754         0.1466
where the power goes:
part | switching, mW | internal, mW
clock network | 0 | 0
logic | 0.253 | 0.810
registers | 0 | 0
final timing paths:
check                     start         end  slack [ns]  cells after the start
worst max-delay path     switch  data_o[38]       -0.09                      4
worst min-delay path  data1[47]  data_o[47]        0.71                      3
cell usage after synthesis:
cell | count | area, um^2
sky130_fd_sc_hd__mux2_2 | 2 | 22.52
sky130_fd_sc_hd__mux2_4 | 49 | 735.7
sky130_fd_sc_hd__buf_12 | 5 | 100.1
sky130_fd_sc_hd__buf_6 | 1 | 11.26
sky130_fd_sc_hd__buf_4 | 1 | 7.510
sky130_fd_sc_hd__inv_1 | 1 | 3.750
routing by layer:
| metal | up-vias | share of wire (%) | global-route usage, % |
|---|---|---|---|
| li1 | 544 | - | - |
| met1 | 522 | 37 | 18.59 |
| met2 | 84 | 52 | 31.46 |
| met3 | 0 | 11 | 6.591 |
| met4 | 0 | 0 | 0 |
| met5 | - | 0 | 0 |
worst max-delay path: cells and delay by family:
family	cells	cell delay (ns)
buffers and inverters	3	0.38
muxes	1	0.30
cell usage in the layout (no fill, tap or decap):
cell type and count:
sky130_fd_sc_hd__buf_12 2, sky130_fd_sc_hd__buf_8 1, sky130_fd_sc_hd__buf_16 8, sky130_fd_sc_hd__dlymetal6s2s_1 2
sky130_fd_sc_hd__dlygate4sd2_1 100, sky130_fd_sc_hd__buf_2 6, sky130_fd_sc_hd__mux2_4 51, sky130_fd_sc_hd__clkdlybuf4s15_1 2
sky130_fd_sc_hd__buf_6 45, sky130_fd_sc_hd__inv_1 1
timing repair:
item | in CTS | in global routing
cloned | 7 | 0
setup endpoints to repair | 53 | 51
resized | 307 | 19
endpoints found under the hold margin | 0 | 0
setup buffers | 0 | 0
pin swaps | 0 | 0
cell families after synthesis:
kind of cell | count (synthesis) | share of synthesized area, %
buf+inv | 8 | 13.92
mux | 51 | 86.08
No activity file was given, so power comes from the tool's default toggle rates.
